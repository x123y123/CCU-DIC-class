===== design/flow/design.v =====
`timescale 1ns/10ps
module MBF(CLK, RESET, IN_VALID, IN_DATA, X_DATA, Y_DATA, OUT_VALID);
input   CLK;
input   RESET;
input   IN_VALID;
input       [12:0]  IN_DATA;
output  reg [12:0]  X_DATA;
output  reg [12:0]  Y_DATA;
output  reg         OUT_VALID;
reg [5:0] data_cnt;
reg [12:0] s[0:10];
reg [12:0] in_data;
reg [33:0] y_h[0:11];
reg [33:0] y_l[0:11];
wire [17:0] H0, H1, H2, H3, H4, H5, H6, H7, H8, H9, H10, H11;
wire [17:0] L0, L1, L2, L3, L4, L5, L6, L7, L8, L9, L10, L11;
assign H0 = 18'd110592;
assign H1 = 18'd77824;
assign H2 = 18'd20480;
assign H3 = 18'd36864;
assign H4 = 18'd86016;
assign H5 = 18'd69632;
assign H6 = 18'd65536;
assign H7 = 18'd77824;
assign H8 = 18'd45056;
assign H9 = 18'd49152;
assign H10 = 18'd65536;
assign H11 = 18'd126976;
assign L0 = 18'd57344;
assign L1 = 18'd16384;
assign L2 = 18'd12288;
assign L3 = 18'd4096;
assign L4 = 18'd65536;
assign L5 = 18'd57344;
assign L6 = 18'd114688;
assign L7 = 18'd65536;
assign L8 = 18'd126976;
assign L9 = 18'd114688;
assign L10 = 18'd126976;
assign L11 = 18'd69632;
always@(posedge RESET or posedge CLK)
begin
    if (RESET) begin
        in_data <= 13'b0;
        s[0] <= 13'b0;
		s[1] <= 13'b0;
		s[2] <= 13'b0;
		s[3] <= 13'b0;
		s[4] <= 13'b0;
		s[5] <= 13'b0;	
		s[6] <= 13'b0;
		s[7] <= 13'b0;
		s[8] <= 13'b0;
		s[9] <= 13'b0;
		s[10] <= 13'b0;
 		y_h[0] <= 34'b0;
		y_h[1] <= 34'b0;
		y_h[2] <= 34'b0;
		y_h[3] <= 34'b0;
		y_h[4] <= 34'b0;
		y_h[5] <= 34'b0;	
		y_h[6] <= 34'b0;
		y_h[7] <= 34'b0;
		y_h[8] <= 34'b0;
		y_h[9] <= 34'b0;
		y_h[10] <= 34'b0;
		y_h[11] <= 34'b0;
		y_l[0] <= 34'b0;
		y_l[1] <= 34'b0;
		y_l[2] <= 34'b0;
		y_l[3] <= 34'b0;
		y_l[4] <= 34'b0;
		y_l[5] <= 34'b0;	
		y_l[6] <= 34'b0;
		y_l[7] <= 34'b0;
		y_l[8] <= 34'b0;
		y_l[9] <= 34'b0;
		y_l[10] <= 34'b0;
		y_l[11] <= 34'b0;
    end else begin
        in_data <= (IN_VALID) ? IN_DATA : 13'b0;
		s[0] <= in_data;
		s[1] <= s[0];
		s[2] <= s[1];
		s[3] <= s[2];
		s[4] <= s[3];
		s[5] <= s[4];
		s[6] <= s[5];
		s[7] <= s[6];
		s[8] <= s[7];
		s[9] <= s[8];
		s[10] <= s[9];
		y_h[0] <= H0 * in_data;
		y_h[1] <= H1 * s[0];
        y_h[2] <= H2 * s[1];
        y_h[3] <= H3 * s[2];
        y_h[4] <= H4 * s[3];
        y_h[5] <= H5 * s[4];
        y_h[6] <= H6 * s[5];
        y_h[7] <= H7 * s[6];
        y_h[8] <= H8 * s[7];
        y_h[9] <= H9 * s[8];
        y_h[10] <= H10 * s[9];
        y_h[11] <= H11 * s[10];
		y_l[0] <= L0 * in_data;
		y_l[1] <= L1 * s[0];
        y_l[2] <= L2 * s[1];
        y_l[3] <= L3 * s[2];
        y_l[4] <= L4 * s[3];
        y_l[5] <= L5 * s[4];
        y_l[6] <= L6 * s[5];
        y_l[7] <= L7 * s[6];
        y_l[8] <= L8 * s[7];
        y_l[9] <= L9 * s[8];
        y_l[10] <= L10 * s[9];
        y_l[11] <= L11 * s[10];
    end
end
reg [12:0] fk_x;
reg [12:0] fk_y;
always @ (posedge RESET or posedge CLK)
begin
	if (RESET) begin
		X_DATA <= 13'b0;
		Y_DATA <= 13'b0;
		fk_x <= 13'b0;
		fk_y <= 13'b0;
		OUT_VALID <= 1'b0;
	end else begin
		fk_y <= (((y_h[0] + y_h[1] + y_h[2] + y_h[3] + y_h[4] + y_h[5] + y_h[6] + y_h[7] + y_h[8] + y_h[9] + y_h[10] + y_h[11]) >> 20) & 14'd1) ? 
				(((y_h[0] + y_h[1] + y_h[2] + y_h[3] + y_h[4] + y_h[5] + y_h[6] + y_h[7] + y_h[8] + y_h[9] + y_h[10] + y_h[11]) >> 20) + 1'b1) >> 1 :
				((y_h[0] + y_h[1] + y_h[2] + y_h[3] + y_h[4] + y_h[5] + y_h[6] + y_h[7] + y_h[8] + y_h[9] + y_h[10] + y_h[11]) >> 21);
		fk_x <= (((y_l[0] + y_l[1] + y_l[2] + y_l[3] + y_l[4] + y_l[5] + y_l[6] + y_l[7] + y_l[8] + y_l[9] + y_l[10] + y_l[11]) >> 20) & 14'd1) ? 
				(((y_l[0] + y_l[1] + y_l[2] + y_l[3] + y_l[4] + y_l[5] + y_l[6] + y_l[7] + y_l[8] + y_l[9] + y_l[10] + y_l[11]) >> 20) + 1'b1) >> 1 :
				((y_l[0] + y_l[1] + y_l[2] + y_l[3] + y_l[4] + y_l[5] + y_l[6] + y_l[7] + y_l[8] + y_l[9] + y_l[10] + y_l[11]) >> 21);
		X_DATA <= fk_x;
		Y_DATA <= fk_y;
		OUT_VALID <= (fk_x) ? 1'b1 : 1'b0;
	end
end
endmodule

===== design/flow/run.sh =====
#!/bin/bash
# OpenROAD 26Q1-2900-gdf79404cd8, Yosys 0.63+post, stock flow scripts
make -C /OpenROAD-flow-scripts/flow DESIGN_CONFIG=/design/flow/config.mk WORK_HOME=/design/flow/orfs finish

===== design/flow/constraint.sdc =====
current_design MBF

set clk_period 6.7
set clk_io_pct 0.2

create_clock -name clk0 -period $clk_period [get_ports {CLK}]

set non_clock_inputs [all_inputs -no_clocks]
set_input_delay [expr $clk_period * $clk_io_pct] -clock clk0 $non_clock_inputs
set_output_delay [expr $clk_period * $clk_io_pct] -clock clk0 [all_outputs]

===== design/flow/config.mk =====
export PLATFORM = sky130hd
export DESIGN_NAME = MBF
export DESIGN_NICKNAME = MBF
export VERILOG_FILES = /design/flow/design.v
export SDC_FILE = /design/flow/constraint.sdc
export NUM_CORES = 4
export LEC_CHECK = 1
export CORE_UTILIZATION = 30

==> flow report <==
OUTCOME
---------------------------------------------------------------------------------
Result of the run ..................................................    completed

DIE
---------------------------------------------------------------------------------
Initial core utilization ...........................................        0.302
Core footprint .....................................................  126000 um^2
I/O pin count ......................................................           43
Horizontal extent of the die .......................................       358 um
Chip area ..........................................................  128000 um^2
Standard-cell row count ............................................          130
Chip Height ........................................................       358 um

WORST SETUP PATH
---------------------------------------------------------------------------------
Crit Path Class ....................................................   reg -> reg
Required arrival time at the worst endpoint ........................      7210 ps
Register-to-register setup slack ...................................       410 ps
Worst EP arrival ...................................................      6810 ps
Cell depth of the worst flop-to-flop path ..........................           23
R2R Path End .......................................................     fk_x[11]
Kind of end point of the critical path .............................         flop
Origin of the critical flop-to-flop path ...........................      s[3][4]
Largest fanout of any net on the critical path .....................            5
Kind of launch point of the worst setup path .......................         flop

CTS
---------------------------------------------------------------------------------
Clock Sink Count ...................................................          488
Register clock-pin slew on the reported worst setup and hold paths .        70 ps
CTS Root Cell ...................................................... sky130_fd_sc_hd__clkbuf_16
H-tree depth reported by CTS .......................................            2
Clock tree from TritonCTS ..........................................         done
Maximum root-to-sink buffer count ..................................            3
Cts bufs inserted ..................................................           53
Clock latency at the later pin of the worst-skew pair ..............       630 ps

ROUTE
---------------------------------------------------------------------------------
Drt first-iter violations ..........................................         1022
Detailed Route WL ..................................................     81400 um
Number of DRC violations after detailed routing ....................            0
Average via count per standard cell ................................         4.17
Detail-routed net length per standard cell .........................      15.9 um
Number of antenna diodes ...........................................            0
Pre-Repair DR Iteration Count ......................................           20
Post-DRT Antenna Nets ..............................................            0
Vias after detailed routing ........................................        21.3k

SYNTH
---------------------------------------------------------------------------------
Library cell with the largest summed area after synthesis .......... sky130_fd_sc_hd__dfrtp_1
Top cell type's share of synthesized area ..........................        0.322
Flops & latches, synth .............................................          488
Chip area from the yosys synthesis statistics ......................   37900 um^2
Yosys warning count ................................................            4
Area of the mapped netlist .........................................   37900 um^2
Cells after Synth ..................................................         3281
Ys async rst share .................................................         1.00
Flip-flops with a built-in enable ..................................            0
Unique masters post-synth ..........................................           75
Mean instance size in the synthesized netlist ......................    11.6 um^2
Yosys stat cell total ..............................................         3281
Register share after synthesis .....................................        0.322
Predominant post-synthesis flop cell ............................... sky130_fd_sc_hd__dfrtp_1
Leading post-synthesis cells by cell area .......................... sky130_fd_sc_hd__dfrtp_1, sky130_fd_sc_hd__fa_1, sky130_fd_sc_hd__ha_1

FLOW RUN
---------------------------------------------------------------------------------
Max-cap viol count .................................................            0
Total number of warnings across the stage logs .....................           61

STA
---------------------------------------------------------------------------------
Worst Max-Slew Pin Slew ............................................       911 ps
Slew headroom ......................................................        0.385
Final Hold Vio Count ...............................................            0
Post-layout period usage ...........................................        0.939
Highest Clock Rate .................................................    0.159 GHz
Max-slew violation count ...........................................            0
Time the worst path needs with I/O delays and setup ................      6290 ps
Setup ws final .....................................................       405 ps
Unrepaired setup endpoints after global routing ....................           no
Finish-stage setup viols ...........................................            0
Post-route clock skew ..............................................       198 ps

GLOBAL ROUTE
---------------------------------------------------------------------------------
Aggregate global-route resource usage ..............................        0.143
Initial antenna violation count ....................................            0
Vias in the first global route .....................................        23.0k
Wire length of the first global-routing pass .......................    133000 um
Total congestion overflow ..........................................            0
Pin count of the biggest net entering global routing ...............          113

PLACE
---------------------------------------------------------------------------------
Pre-CTS WS .........................................................       272 ps
Input/output buffers ...............................................           42
Last weighted congestion value of the routability-driven placer ....        0.911
Detailed Place HPWL ................................................     66300 um

WORST HOLD PATH
---------------------------------------------------------------------------------
Worst Hold Path Cells ..............................................            0
Terminating pin of the worst hold path .............................    Y_DATA[4]
Worst hold path class ..............................................   reg -> reg
Startpoint of the lowest-slack hold path ...........................      fk_y[4]

CELLS AND AREA
---------------------------------------------------------------------------------
Post-synthesis to final-layout area growth .........................        12.7%
Fraction of layout instances using a drive strength above 1 ........       0.0491
Fill cells .........................................................        12.3k

## cell type report
type                            count  area [um^2]  area share
Multi-Input combinational cell   1994        22700       0.531
Inverter                          794         2980      0.0698
Clock buffer                       65         1440      0.0337
Tap cell                         1650         2060      0.0483
Timing Repair Buffer               88          803      0.0188
Clock inverter                     32          519      0.0122
Sequential cell                   488        12200       0.286
## layer usage
layer | up-vias | routed length (um) | global-route usage
li1 | 10492 | - | -
met1 | 10412 | 35600 | 0.203
met2 | 305 | 40000 | 0.232
met3 | 82 | 3200 | 0.0278
met4 | 0 | 2580 | 0.0341
met5 | - | 0 | 0
## cell usage in the layout (no fill, tap or decap), types with 5 or more instances in the layout
| cell | Yosys | routed |
|---|---|---|
| sky130_fd_sc_hd__clkbuf_1 | 3 | 5 |
| sky130_fd_sc_hd__o21a_1 | 16 | 16 |
| sky130_fd_sc_hd__o21ai_0 | 91 | 91 |
| sky130_fd_sc_hd__o31ai_1 | 5 | 5 |
| sky130_fd_sc_hd__bufinv_16 | 0 | 13 |
| sky130_fd_sc_hd__o21bai_1 | 48 | 48 |
| sky130_fd_sc_hd__nand2b_1 | 20 | 20 |
| sky130_fd_sc_hd__nor2_1 | 119 | 118 |
| sky130_fd_sc_hd__ha_1 | 464 | 464 |
| sky130_fd_sc_hd__clkbuf_16 | 0 | 53 |
| sky130_fd_sc_hd__xnor2_1 | 188 | 188 |
| sky130_fd_sc_hd__a21oi_1 | 134 | 134 |
| sky130_fd_sc_hd__o41ai_1 | 11 | 11 |
| sky130_fd_sc_hd__clkinvlp_4 | 0 | 5 |
| sky130_fd_sc_hd__a21o_1 | 44 | 44 |
| sky130_fd_sc_hd__nand3b_1 | 5 | 5 |
| sky130_fd_sc_hd__inv_1 | 794 | 793 |
| sky130_fd_sc_hd__nor3_1 | 31 | 31 |
| sky130_fd_sc_hd__buf_4 | 0 | 43 |
| sky130_fd_sc_hd__and3_1 | 7 | 7 |
| sky130_fd_sc_hd__a21boi_0 | 15 | 15 |
| sky130_fd_sc_hd__fa_1 | 515 | 515 |
| sky130_fd_sc_hd__clkdlybuf4s50_1 | 0 | 42 |
| sky130_fd_sc_hd__dfrtp_1 | 488 | 488 |
| sky130_fd_sc_hd__nand3_1 | 17 | 17 |
| sky130_fd_sc_hd__a211oi_1 | 5 | 5 |
| sky130_fd_sc_hd__nand2_1 | 73 | 73 |
| sky130_fd_sc_hd__or3_1 | 7 | 7 |
| sky130_fd_sc_hd__clkbuf_8 | 0 | 7 |
| sky130_fd_sc_hd__and2_1 | 18 | 18 |
| sky130_fd_sc_hd__xor2_1 | 56 | 56 |
| sky130_fd_sc_hd__nor2b_1 | 32 | 32 |
| sky130_fd_sc_hd__clkinv_2 | 0 | 10 |
| sky130_fd_sc_hd__nor4_1 | 8 | 8 |
## worst max-delay path, stage by stage (launching register included)
cell	delay, ps
sky130_fd_sc_hd__dfrtp_1	500
sky130_fd_sc_hd__inv_1	110
sky130_fd_sc_hd__fa_1	540
sky130_fd_sc_hd__inv_1	50
sky130_fd_sc_hd__fa_1	460
sky130_fd_sc_hd__fa_1	540
sky130_fd_sc_hd__inv_1	60
sky130_fd_sc_hd__fa_1	530
sky130_fd_sc_hd__inv_1	50
sky130_fd_sc_hd__fa_1	420
sky130_fd_sc_hd__ha_1	270
sky130_fd_sc_hd__a31oi_1	200
sky130_fd_sc_hd__o21ai_2	90
sky130_fd_sc_hd__buf_4	180
sky130_fd_sc_hd__a21oi_2	170
sky130_fd_sc_hd__xnor2_1	140
sky130_fd_sc_hd__ha_1	180
sky130_fd_sc_hd__nand2_2	60
sky130_fd_sc_hd__a2111o_1	450
sky130_fd_sc_hd__nor3b_2	260
sky130_fd_sc_hd__nand3b_2	170
sky130_fd_sc_hd__o31a_1	300
sky130_fd_sc_hd__or3_1	310
sky130_fd_sc_hd__xor2_1	140
## repair_timing
action / CTS / global route
buffers inserted: 0 / 1
hold buffers: 0 / 0
setup endpoints to repair: 0 / 1
gates resized: 0 / 2
## metrics by stage
stage / setup TNS [ps] / hold slack, ps / cells / util / cell area (um^2)
detailed placement: 0 / 336 / 5013 / 0.325 / 40800
global placement: 0 / 332 / 5013 / 0.325 / 40800
finish: 0 / 347 / 5111 / 0.340 / 42700
floorplan: -613240 / 331 / 3281 / - / 37900
CTS: 0 / 349 / 5110 / 0.340 / 42700
global route: 0 / 354 / 5111 / 0.340 / 42700
## state kept, by name, summed over array words and instances, names as in the netlist
register,count
OUT_VALID,1
X_DATA,13
Y_DATA,13
fk_x,13
fk_y,13
in_data,13
s,137
y_h,157
y_l,128
## cell usage after synthesis, drive strengths merged (7+ instances only)
library cell  instances
o41ai                11
xnor2               188
a21boi               15
o21ai                92
or3                   7
nor2                120
nand2                74
nor3                 32
o21bai               48
o21a                 16
xor2                 57
ha                  464
a21o                 45
and3                  8
inv                 794
and2                 18
fa                  515
a21oi               137
nand2b               20
dfrtp               488
nor2b                32
nor4                 10
nand3                17
## how the worst max path moves through the flow
stage                    from        to  slack, ps  cells past startpoint
final                 s[3][4]  fk_x[11]        410                     23
after global routing  s[4][1]  fk_x[11]         40                     21
after CTS             s[6][2]  fk_y[11]        230                     21
## logic make-up after synthesis
kind of cell	share of synthesized area
buf+inv	0.0793
flops	0.322
compound gates	0.0678
mux	0.000297
fa+ha+maj	0.425
xor+xnor	0.0568
simple gates	0.0485
